`./design.v`:
```
module lab3 (
    input en,
    input up,
    input clk,     
    input rst,     
    output reg [15:0] dout
);
    reg [23:0] clk_divider;
    wire slow_clk;
    always @(posedge clk or negedge rst) begin
        if (!rst) clk_divider <= 24'd0;
        else clk_divider <= clk_divider + 1'b1;
    end
    assign slow_clk = clk_divider[23];  
    reg [3:0] consecutive_cnt;
    always @(posedge slow_clk or negedge rst) begin
        if (!rst) begin
            dout <= 16'd0;
            consecutive_cnt <= 4'd0;
        end 
        else if (en) begin
            if (up) begin
                if (dout < 16'hffff) begin
                    if (consecutive_cnt >= 4'd15)  
                        dout <= (dout >= 16'hfffe) ? 16'hffff : dout + 16'd2;
                    else
                        dout <= dout + 16'd1;
                    if (consecutive_cnt < 4'd15) 
                        consecutive_cnt <= consecutive_cnt + 4'd1;
                end else begin
                    dout <= 16'hffff;  
                end
            end 
            else begin
                if (dout > 16'd0) begin
                    if (consecutive_cnt >= 4'd15)  
                        dout <= (dout <= 16'd1) ? 16'd0 : dout - 16'd2;
                    else
                        dout <= dout - 16'd1;
                    if (consecutive_cnt < 4'd15) 
                        consecutive_cnt <= consecutive_cnt + 4'd1;
                end else begin
                    dout <= 16'd0;  
                end
            end
        end
        else begin
            consecutive_cnt <= 4'd0;  
        end
    end
endmodule
```
`./run.sh`:
```
#!/bin/bash
# OpenROAD 26Q1-2900-gdf79404cd8, Yosys 0.63+post, stock flow scripts
make -C /OpenROAD-flow-scripts/flow DESIGN_CONFIG=/design/flow/config.mk WORK_HOME=/design/flow/orfs finish
```
`./config.mk`:
```
export PLATFORM = sky130hd
export DESIGN_NAME = lab3
export DESIGN_NICKNAME = lab3
export VERILOG_FILES = /design/flow/design.v
export SDC_FILE = /design/flow/constraint.sdc
export NUM_CORES = 4
export LEC_CHECK = 1
export CORE_UTILIZATION = 40
```
`./constraint.sdc`:
```
current_design lab3

set clk_period 5.4
set clk_io_pct 0.2

create_clock -name clk0 -period $clk_period [get_ports {clk}]

set non_clock_inputs [all_inputs -no_clocks]
set_input_delay [expr $clk_period * $clk_io_pct] -clock clk0 $non_clock_inputs
set_output_delay [expr $clk_period * $clk_io_pct] -clock clk0 [all_outputs]
```
==> notes.md <==
run results: register area=1100 um2, synth unique cells=69, largest net degree at the start of global routing=45, most common logic cell in the routed design=dfrtp_1, f_max=0.534 GHz, GR Overflow Total=0, initial antenna violation count=0, R2R Path End=clk_divider[22], Row Count=32, post-CTS resize count=0, Floorplan Utilization=41.4%, hold_sp=clk_divider[19], CTS tree=yes, CP endpoint kind=flip-flop, register pins left without a clock=20, Hold Path Depth=1, vias in the first global route=2629, post-cts hold-fix buffer tally=0, pwr dens=94.5 nW/um2, Synth Register Bits=44, status=complete, no violations, Final Worst Setup Slack=3.53 ns, Slew headroom=44.2%, dpl hpwl=5430 um, Worst Tran Pin Value=0.829 ns, WL/cell=16.8 um, WHS=0.468 ns, IO buf count=19, first-pass GRT wire length=13200 um, RD Place Congestion=0.928, YS warnings=1, n_diodes=0, fin crit period=1.87 ns, Iteration-0 DRC Markers=319, Post-synth EDFFs=0, reg2reg path depth=6, IO Pins=20, FFs w/ async S/R, synth=100%, setup TNS=0 ns, layout cells sized above 1=9.09%, clk root buf=clkbuf_8, Die Y=91.4 um, RSZ-0062 raised after global routing=false, final WL=7820 um, Synth Area per Inst=8.85 um2, endpoints left unconstrained=36, Peak VDD IR=0.155 mV, OpenROAD warning count=31, Fin. Hold Viols=0, leakage=1.35 nW, post-CTS setup buffer count=0, FF-to-FF Start=clk_divider[0], Reg clk slew, reported paths=0.08 ns, DRC=0, crit-path max FO=5, Seq/Total Area, Yosys=34.5%, final setup vio count=0, Syn Inst Count=361, clock latency (worst-skew pair)=0.26 ns, Synth Cell Area=3200 um2, Logic area=1910 um2, Worst Setup Path Type=flip-flop to flip-flop, pre-CTS WS=3.58 ns, Bufs on Longest Clock Path=2, Worst Setup Start Kind=flip-flop, Final Cell Area=3460 um2, synthesis-to-finish area growth=8.34%, type of the most critical hold path=flip-flop to flip-flop, r2r setup slk=3.53 ns, Vias/cell=6.10, Fin Clk Skew=0.00448 ns, core box area=7730 um2, Critical Path AT=2.02 ns, Global Route Usage Sum=20.0%, Detailed Routing Iterations Pass 1=5, most common flop cell mapped by yosys=dfrtp_1, Via Count=2837, max_cap viols=0, Routed Antenna Nets=0, Req. time, crit path=5.55 ns, Chip Width=91.4 um, yosys stat area=3200 um2, Final Max Slew Viols=0, chip area=8350 um2, Hold Path End=clk_divider[19], area post-placement=3410 um2, # Cells Yosys=361, Tcrit/Tclk final=34.7%, CTS H-Tree Depth=1, Num CTS Buffers=3, Filler Cells Inserted=710, Top Layout Cells=dfrtp_1, a21oi_1, nand2_1, nor2_1, clkdlybuf4s50_1, Core Util, Final=44.8%
==> logic make-up after synthesis <==
family	count (synthesis)	synth area share (%)
simple gates	135	24.7
buf+inv	38	5.64
compound gates	103	22.4
flops	44	34.5
mux	5	1.80
xor+xnor	26	7.13
fa+ha+maj	10	3.92
==> cell usage after synthesis, drive strengths merged (3+ instances only) <==
cell / count / area share [%]
dfrtp: 44 / 34
a21oi: 28 / 4.5
nand2: 25 / 2.9
nor2: 24 / 2.8
nand3: 19 / 3.3
xnor2: 17 / 4.7
nand4: 15 / 3.6
o21ai: 15 / 2.3
buf: 14 / 2.7
inv: 12 / 1.4
clkbuf: 11 / 1.4
ha: 10 / 3.9
nor3: 9 / 1.6
o211ai: 9 / 2.1
xor2: 9 / 2.5
nor4: 8 / 1.8
and4: 7 / 2.0
a31oi: 5 / 0.98
and3: 5 / 0.98
o22ai: 5 / 0.98
or3: 5 / 0.98
a211oi: 4 / 1.3
a41o: 4 / 1.3
o311ai: 4 / 1.1
o31ai: 4 / 0.94
or4: 4 / 1.3
a22oi: 3 / 0.70
and2: 3 / 0.59
mux2: 3 / 1.2
nand2b: 3 / 0.59
o32ai: 3 / 0.82
o41ai: 3 / 0.82
==> power by group <==
part / switching [mW] / total [mW] / internal (mW)
logic: 0.0223 / 0.0316 / 0.00927
registers: 0 / 0.180 / 0.180
clock network: 0.0509 / 0.116 / 0.0649
==> layout make-up <==
cell class | count | share of cell area [%]
flip-flops and latches | 44 | 31.8
inverters | 13 | 1.41
repair buffers | 23 | 6.22
clock buffers | 4 | 1.59
multi-input cells | 279 | 55.3
well taps | 102 | 3.69
==> sequential cells by signal (all words and copies together) (netlist names) <==
register,cells
clk_divider,24
dout,16
consecutive_cnt,4
==> per-layer routing <==
metal,GRT usage [%],share of wire (%),wire (um)
met1,31.1,45,3550
met2,30.6,45,3510
met3,2.04,7.1,559
met4,5.16,2.5,199
met5,0,0,0
==> worst max-delay path, stage by stage (launching register included) <==
cell	delay [ns]
dfrtp_1	0.40
ha_1	0.28
inv_1	0.06
nor3_1	0.42
and4_1	0.33
nand4_1	0.13
xnor2_1	0.14
==> through the flow <==
step / instances / total power [mW]
3_5_place_dp: 461 / 0.215
6_report: 465 / 0.327
3_3_place_gp: 461 / 0.215
5_1_grt: 465 / 0.343
4_1_cts: 465 / 0.331
2_1_floorplan: 361 / 0.199
==> how the worst max path moves through the flow <==
stage | cells after the start | start | to
finish | 6 | clk_divider[0] | clk_divider[22]
global route | 6 | clk_divider[0] | clk_divider[22]
CTS | 6 | clk_divider[0] | clk_divider[22]
Power and IR drop assume default switching activity.
