<file path="design/flow/config.mk">
export PLATFORM = sky130hd
export DESIGN_NAME = lab4
export DESIGN_NICKNAME = lab4
export VERILOG_FILES = /design/flow/design.v
export SDC_FILE = /design/flow/constraint.sdc
export NUM_CORES = 4
export LEC_CHECK = 1
export CORE_UTILIZATION = 30
</file>
<file path="design/flow/run.sh">
#!/bin/bash
# OpenROAD 26Q1-2900-gdf79404cd8, Yosys 0.63+post, stock flow scripts
make -C /OpenROAD-flow-scripts/flow DESIGN_CONFIG=/design/flow/config.mk WORK_HOME=/design/flow/orfs finish
</file>
<file path="design/flow/design.v">
module lab4(Dout, Din, clk, reset);
parameter b0=7, b1=17, b2=32, b3=46, b4=52, b5=61, b6=73, b7=61, b8=52, b9=46, b10=32, b11=17, b12=7;
output	[17:0]	Dout;
input 	[7:0] 	Din;
input 		clk, reset;
reg [7:0] r0, r1, r2, r3, r4, r5, r6, r7, r8, r9, r10, r11;
always @(posedge clk) begin
    if (!reset) begin
        r0 <= 0; r1 <= 0; r2 <= 0; r3 <= 0; r4 <= 0; r5 <= 0; 
        r6 <= 0; r7 <= 0; r8 <= 0; r9 <= 0; r10 <= 0; r11 <= 0;
    end else begin
        r0  <= Din;
        r1  <= r0;
        r2  <= r1;
        r3  <= r2;
        r4  <= r3;
        r5  <= r4;
        r6  <= r5;
        r7  <= r6;
        r8  <= r7;
        r9  <= r8;
        r10 <= r9;
        r11 <= r10;
    end
end
assign Dout = (Din * b0) + (r0 * b1) + (r1 * b2) + (r2 * b3) + 
              (r3 * b4) + (r4 * b5) + (r5 * b6) + (r6 * b7) + 
              (r7 * b8) + (r8 * b9) + (r9 * b10) + (r10 * b11) + (r11 * b12);
endmodule
</file>
<file path="design/flow/constraint.sdc">
current_design lab4

set clk_period 17.7
set clk_io_pct 0.2

create_clock -name clk0 -period $clk_period [get_ports {clk}]

set non_clock_inputs [all_inputs -no_clocks]
set_input_delay [expr $clk_period * $clk_io_pct] -clock clk0 $non_clock_inputs
set_output_delay [expr $clk_period * $clk_io_pct] -clock clk0 [all_outputs]
</file>
==> impl_metrics.py <==
# Auto-generated metrics
metrics = {
    "detailed_routing": {
        "routed.top_layer": "met5",
        "drt-met1-wl_um": 11300,
        "diodes": 0,
        "met3_length_um": 1540,
        "drc": 0,
        "post_drt_wl_per_cell_um": 13.7,
        "via_count": 7820,
        "drt-pass1-iter-count": 4,
        "finalWirelength_um": 26100,
        "met2_length_um": 12700,
        "postRouteAntennaNets": 0,
        "viasPerCell": 4.12,
        "drt_iter0_markers": 286,
    },
    "clock_network": {
        "htreeDepth": 3,
        "holdBufCountCts": 0,
        "cts_buffers": 9,
        "clk_pin_slew_ps": 70,
        "post_cts_buffers": 0,
        "tritoncts": "done",
        "clock_sinks": 96,
        "cts-resized-gates": 0,
        "cts_buffer_depth": 2,
        "insertion_delay_ps": 350,
        "cts-root-buf": "clkbuf_16",
    },
    "power": {
        "ir_worst_vdd_mv": 0.0787,
        "powerDensity_nw_per_um2": 71.0,
        "leakagePower_nw": 7.55,
    },
    "floorplan": {
        "fp_util_pct": 30.6,
        "die_w_um": 212,
        "die_area_um2": 44900,
        "die_h_um": 212,
        "num_rows": 76,
        "num_io_pins": 28,
        "core_um2": 43300,
    },
    "worst_setup_path": {
        "worstPathCellList": "clkdlybuf4s50_1 > inv_1 > fa_1 > inv_1 > fa_1 > inv_1 > fa_1 > inv_1 > ha_1 > inv_1 > fa_1 > fa_1 > fa_1 > inv_1 > fa_1 > fa_1 > a211oi_1 > o21ai_2 > a31o_1 > a21oi_2 > xnor2_1 > clkdlybuf4s50_1",
        "r2r_start": "r4[2]",
        "critPathCaptureType": "output pin",
        "critPathTopFamily": "adder cells",
        "start_kind": "primary input",
        "regToRegSetupSlack_ps": 16830,
        "crit_fanout": 3,
        "crit_path_top_delay_cell": "clkdlybuf4s50_1",
        "reg2regPathDepth": 1,
        "reg2reg_to": "r5[2]",
        "crit_top_cell": "fa_1",
        "crit_buf_inv": 8,
        "criticalPathCategory": "primary input to output pin",
        "arrival_ps": 10500,
        "slowest_delay_ps": 560,
        "required_ps": 14160,
    },
    "grt": {
        "overflow": 0,
        "grt_start_max_net_pins": 50,
        "antenna_found_initial": 0,
        "grt_pass1_vias": 8356,
        "grt_pass1_wl_um": 43900,
        "grtUsageTotal_pct": 13.4,
    },
    "final_timing": {
        "slew_headroom_pct": 49.4,
        "tightest_slew_ps": 759,
        "period_used_pct": 79.3,
        "rsz0062_at_grt": "no",
        "setup_ws_ps": 3660,
        "final_hold_viol_count": 0,
        "fin_crit_ps": 14040,
        "report.final.slew_viol_count": 0,
        "skew_ps": 6.41,
        "setup_viol": 0,
        "setup_tns_ps": 0,
        "fmax_mhz": 71.2,
    },
    "synthesis": {
        "syn_inst": 1278,
        "yosysCellCount": 1278,
        "synth_seq_share_pct": 14.5,
        "edf_count": 0,
        "yosys_register_bits": 96,
        "yosysWarnings": 1,
        "synthArstFlopShare_pct": 0,
        "yosys.area.top_type": "fa_1",
        "synth_cell_type_count": 44,
        "area_leaders": "fa_1, ha_1, dfxtp_1",
        "top_area_share_pct": 38.1,
        "synth_area_um2": 13200,
        "ys_area_um2": 13200,
        "syn_area_per_cell_um2": 10.4,
        "flop_cell": "dfxtp_1",
    },
    "layout": {
        "stdcell_count": 1897,
        "fin_util_pct": 33.5,
        "fillCellCount": 4283,
        "area_growth_pct": 9.43,
        "logic_area_um2": 9820,
        "flop_area_um2": 1920,
        "final_layout_size_suffix_gt1_share_pct": 2.06,
    },
    "flow_run": {
        "warnings": 35,
        "drv_cap": 0,
    },
    "place": {
        "post-place-cells": 1881,
        "gp_congestion": 0.953,
        "post-place-ws_ps": 3610,
        "hpwlAfterDp_um": 23100,
        "io_buffers": 27,
    },
    "hold_path": {
        "holdPathStages": 1,
        "min_from": "r9[7]",
        "hp-class": "flip-flop to flip-flop",
        "hold_path_end": "r10[7]",
    },
    "run_status": {
        "status": "finished clean",
    },
}
[synth_stat cells (2+ instances only)]
| cell | instances |
|---|---|
| inv_1 | 387 |
| fa_1 | 252 |
| ha_1 | 225 |
| and2_1 | 98 |
| dfxtp_1 | 96 |
| nor2_1 | 33 |
| a21oi_1 | 27 |
| xnor2_1 | 23 |
| xor2_1 | 18 |
| o21ai_0 | 15 |
| nor3_1 | 13 |
| clkbuf_1 | 10 |
| nand3_1 | 10 |
| nand2_1 | 9 |
| a21o_1 | 6 |
| nor2b_1 | 6 |
| or3_1 | 6 |
| a211oi_1 | 5 |
| o22ai_1 | 4 |
| nor4_1 | 3 |
| o211ai_1 | 3 |
| o41ai_2 | 3 |
| a31o_1 | 2 |
| nand2b_1 | 2 |
| o21a_1 | 2 |
| o311ai_0 | 2 |
[registers in the layout, summed over array words and instances, names as in the netlist]
name	count
r0	8
r10	8
r11	8
r1	8
r2	8
r3	8
r4	8
r5	8
r6	8
r7	8
r8	8
r9	8
[worst max-delay path by stage]
stage,slack [ps],endpoint,start,cells after the start
4_1_cts,3590,Dout[16],Din[5],20
5_1_grt,3270,Dout[17],Din[2],22
6_report,3660,Dout[17],Din[2],22
[logic make-up after synthesis]
kind of cell | count (synthesis) | synth area share, %
compound gates | 80 | 4.13
xor+xnor | 41 | 2.71
fa+ha+maj | 477 | 59.4
buf+inv | 397 | 11.3
flops | 96 | 14.5
mux | 1 | 0.0851
simple gates | 186 | 7.88
[report_power, final]
part           internal [mW]  total (mW)  switching [mW]
clock                 0.0998       0.190          0.0902
sequential             0.219       0.224         0.00538
combinational          0.321       0.613           0.292
total                  0.640        1.03           0.388
[placed cells by master, fill, tap and decap left out, drive strengths merged, types with 2 or more instances in the layout]
| cell type | count |
|---|---|
| a2111oi | 2 |
| a211oi | 5 |
| a21o | 6 |
| a21oi | 28 |
| a31o | 2 |
| and2 | 98 |
| buf | 2 |
| clkbuf | 10 |
| clkdlybuf4s50 | 26 |
| clkinv | 4 |
| dfxtp | 96 |
| fa | 252 |
| ha | 225 |
| inv | 389 |
| nand2 | 9 |
| nand2b | 2 |
| nand3 | 10 |
| nor2 | 33 |
| nor2b | 6 |
| nor3 | 13 |
| nor4 | 3 |
| o211ai | 3 |
| o21a | 2 |
| o21ai | 17 |
| o22ai | 4 |
| o311ai | 2 |
| o41ai | 4 |
| or2 | 2 |
| or3 | 6 |
| xnor2 | 23 |
| xor2 | 18 |
[metrics by stage]
| stage | hold slack [ps] | cell area [µm²] | total power [mW] |
|---|---|---|---|
| 2_1_floorplan | 430 | 13200 | 0.604 |
| 3_3_place_gp | 434 | 14200 | 0.854 |
| 3_5_place_dp | 439 | 14200 | 0.851 |
| 4_1_cts | 462 | 14500 | 1.05 |
| 5_1_grt | 497 | 14500 | 1.13 |
| 6_report | 460 | 14500 | 1.03 |
[per-layer routing]
metal  vias up  global-route usage [%]
li1       3900                       -
met1      3773                    19.0
met2       130                    21.5
met3        15                    3.82
met4         2                    1.32
met5         -                    1.78
[area by class of cell]
class,count,area share [%]
multi-input combinational,785,67.8
sequential,96,13.3
inverter,387,10.0
tap,585,5.06
timing repair buffer,28,1.88
clock buffer,10,1.65
clock inverter,6,0.285
Power and IR drop assume default switching activity.
